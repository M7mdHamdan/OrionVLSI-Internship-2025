==> ./design.v <==
`timescale 1ps/1ps
module add4proc (
    input logic [3:0] ina, inb,
    input logic cin,
    output logic cout,
    output logic [3:0] sum
);
always_comb begin
    {cout, sum} = ina + inb + cin;
end 
endmodule
==> ./run.sh <==
#!/bin/bash
# OpenROAD 26Q1-2900-gdf79404cd8, Yosys 0.63+post, stock flow scripts
make -C /OpenROAD-flow-scripts/flow DESIGN_CONFIG=/design/flow/config.mk WORK_HOME=/design/flow/orfs finish
==> ./config.mk <==
export PLATFORM = sky130hd
export DESIGN_NAME = add4proc
export DESIGN_NICKNAME = add4proc
export VERILOG_FILES = /design/flow/design.v
export SDC_FILE = /design/flow/constraint.sdc
export NUM_CORES = 4
export LEC_CHECK = 1
export CORE_AREA = 10 10 70 70
export DIE_AREA = 0 0 80 80
==> ./constraint.sdc <==
current_design add4proc

set clk_period 3.0
set clk_io_pct 0.2

create_clock -name clk0 -period $clk_period

set non_clock_inputs [all_inputs -no_clocks]
set_input_delay [expr $clk_period * $clk_io_pct] -clock clk0 $non_clock_inputs
set_output_delay [expr $clk_period * $clk_io_pct] -clock clk0 [all_outputs]
==> reports/results.txt <==
Outcome = finished clean
First-pass GRT wire length = 814 um
Cell type with the largest total area = fa_1
Crit path from = cin
Met3 GRT Util = 0.0182
DP HPWL = 489 um
Tcrit/Tclk final = 0.957
Die x size = 80 um
Final wirelength = 526 um
CP arrival = 2.27 ns
Core box area = 3420 sq um
Syn Area/Cell = 8.99 sq um
Worst setup path class = in2out
Area growth syn-to-layout = 138%
Slew headroom = 0.900
Top-area cell share = 0.278
Top cells excl fill/tap = 11 x clkdlybuf4s50_1, 4 x inv_1, 3 x ha_1, 3 x dlygate4sd2_1
Routing layer with the top usage in global route = met2
Drt first pass iters = 1
Simple share = 0.0870
Power, Total = 0.0000570 W
Synth cell types = 9
Met2 Usage GRT = 0.0217
DRT iter0 DRCs = 0
Gate Area = 134 sq um
Critical Path End Type = output port
Final hold vios = 0
Clk_buf instances = 0
GP Congestion = 0.761
Placed inst area = 342 sq um
Hold_ws = 2.06 ns
Worst-path maximum fanout = 2
Post-route worst setup slack = 0.129 ns
Main logic family after synthesis = adder cells
Seq_cells = 0
GR Util met1 = 0.0165
Yosys chip area = 144 sq um
HP Start = ina[0]
Initial antenna violation count = 0
Drt via density = 2.03
Synthesized instance count = 16
Tool warnings = 35
Grt ovf = 0
Design Area, Final = 343 sq um
Hold-fix buffers, CTS = 0
Die Ht = 80 um
Tightest Hold Check Type = in2out
Minimum clock period = 2.87 ns
Via count = 154
WP data required = 2.40 ns
RSZ-0062 raised after global routing = no
Via count of the first global-routing pass = 173
Slew Limit Fails = 0
Final setup viols = 0
Initial Util = 0.0421
Worst Max-Slew Pin Slew = 0.149 ns
Most numerous logic cell after layout = clkdlybuf4s50_1
Synth mux share = 0
Port bufs = 14
DR WL/cell = 6.92 um
XORs/XNORs by Area = 0.122
Ys Warns = 1
Filler instances = 404
Share of cells above drive strength 1 = 0.100
Total GRT Usage = 0.0157
Post-Synth AOI/OAI Area = 0.148
Cell Area, Synth = 144 sq um
Yosys stat cell total = 16
Largest net degree at the start of global routing = 4
Leak pwr = 0.137 nW
Max-cap viol count = 0
Die Footprint = 6400 sq um
Critical Path Start Type = input pin
Post-route ant nets = 0
Top area cell types = fa_1 28%, ha_1 26%, xnor2_1 12%
Reg area = 0 sq um
Synth Area in Adders = 0.539
F_max = 348 MHz
Antenna cells = 0
Seq/Total Area, Yosys = 0
IO Count = 14
Pwr Density = 166 nW/um^2
FP Rows = 21
Dpl ws = -0.0840 ns
Maximum vdd drop = 0.0000190 V
Drc violations = 0
## Yosys cell counts, drive strengths merged
library cell and n:
nand2b 1, inv 4, a21oi 1, fa 2, xnor2 2, o21ai 1
ha 3, nor2b 1, a21o 1
## what timing repair did
item / CTS / global route
resized: 6 / 0
buffers inserted: 0 / 0
setup endpoints to repair: 4 / 0
## power by group
part           internal (W)  switching, W  leakage (nW)  total (W)
sequential                0             0             0          0
combinational     0.0000399     0.0000171         0.137  0.0000570
clock                     0             0             0          0
## per-layer routing
metal	share of wire	vias up
li1	-	78
met1	0.34	64
met3	0.33	0
met5	0	-
met2	0.32	12
met4	0	0
## worst paths after layout
kind / slack (ns) / end / cells past startpoint
max: 0.13 / sum[1] / 6
min: 2.06 / sum[0] / 3
## logic make-up after synthesis
logic type,Yosys count
buf+inv,4
fa+ha+maj,5
compound gates,3
xor+xnor,2
simple gates,2
## per-stage QoR
step,utilization,setup TNS [ns],instances
3_5_place_dp,0.100,-0.233,76
4_1_cts,0.100,0,76
6_report,0.100,0,76
5_1_grt,0.100,0,76
3_3_place_gp,0.100,-0.161,76
2_1_floorplan,-,0,16
## worst max-delay path, cell delays in order
cell and delay [ns]:
dlygate4sd2_1 0.25, fa_2 0.39, inv_1 0.09, fa_2 0.43, inv_1 0.06, clkdlybuf4s50_1 0.46
## cell type report
cell class                 count  share of cell area
multi-input combinational     12               0.391
timing repair buffer          14               0.398
inverter                       4              0.0438
tap                           46               0.168
Power and IR drop assume default switching activity.
