==> flow/design.v <==
`timescale 1ns/1ps
module slsr(sl, sr, din, clk, reset,Q);
input sl, sr, din, clk, reset;
output [7:0] Q;
reg [7:0] temp;
always @(posedge clk or posedge reset) 
begin
    if (reset) begin
        temp = 8'b0;  
    end else begin
        if (sl) begin
            temp = {temp[6:0], din};  
        end else if (sr) begin
            temp = {din, temp[7:1]};  
        end
    end
end
assign Q = temp;
endmodule
==> flow/run.sh <==
#!/bin/bash
# OpenROAD 26Q1-2900-gdf79404cd8, Yosys 0.63+post, stock flow scripts
make -C /OpenROAD-flow-scripts/flow DESIGN_CONFIG=/design/flow/config.mk WORK_HOME=/design/flow/orfs finish
==> flow/config.mk <==
export PLATFORM = sky130hd
export DESIGN_NAME = slsr
export DESIGN_NICKNAME = slsr
export VERILOG_FILES = /design/flow/design.v
export SDC_FILE = /design/flow/constraint.sdc
export NUM_CORES = 4
export LEC_CHECK = 1
export CORE_AREA = 10 10 70 70
export DIE_AREA = 0 0 80 80
==> flow/constraint.sdc <==
current_design slsr

set clk_period 1.2
set clk_io_pct 0.2

create_clock -name clk0 -period $clk_period [get_ports {clk}]

set non_clock_inputs [all_inputs -no_clocks]
set_input_delay [expr $clk_period * $clk_io_pct] -clock clk0 $non_clock_inputs
set_output_delay [expr $clk_period * $clk_io_pct] -clock clk0 [all_outputs]
==> notes.md <==
run metrics: result of the run completed, Seq pwr share 43.0%, CTS max path bufs 2, Gate power share 31.3%, RSZ-0062 raised after global routing no, YS warnings 1, vias in the first global route 368, Tightest Pin Transition 0.309 ns, final worst setup slack 0.0397 ns, GPL Wtd Cong 0.774, first-pass GRT wire length 1810 um, Post-Syn Area 377 um^2, final non-filler cell total 103, Required @ worst endpoint 0.96 ns, Residual DRC 0, via count 325, DRT Pass-1 Iters 3, Routed WL 1060 um, CP Launch Type flip-flop, PwrDens 1240 nW/um^2, core footprint 3420 um^2, CTS tree yes, synth unique cells 6, synthesized area per cell 10.8 um^2, yosys cell count 35, Insertion Delay late pin 0.25 ns, Worst IR Drop VDD 0.243 mV, Detail Route Antenna Nets 0, Fin. Hold Viols 0, top cells by area dfrtp_1, mux2i_1, o21ai_1, internal power 0.000583 W, Initial Util 11.0%, Cells after Synth 35, Synth area leader dfrtp_1, grt ovf 0, number of buffers created by CTS 3, TritonCTS sink count 8, Post-DP Area 579 um^2, critical-path cell list dlygate4sd2_1, Tool Warnings 25, cell area after layout 637 um^2, Iteration-0 DRC Markers 16, Leak 0.315 nW, H-tree depth 1, Worst Hold Class input pin to asynchronous set/reset pin, Top Layout Cells mux2i_1, nand2_1, o21ai_1, dlygate4sd2_1, dfrtp_1, Critical Path End Type output pin, routed vias/inst 3.16, Clk pwr share 25.7%, peak fanout along the critical path 4, Area Overhead vs Synth 69.1%, die height 80 um, share of cells above drive strength 1 21.1%, cts hold-fix bufs 0, Post-Place Cells 94, reg2reg end temp[4], initial antenna violation count 0, worst r2r src temp[5], Synth top area share 53.2%, Worst Setup Path Type flip-flop to output pin, period utilization 96.7%, PortBufs 12, max reg flops 8, Arrival @ worst endpoint 0.92 ns, Fillers 387, DP HPWL 725 um, IO Count 13, worst r2r path cells 3, family with the most delay on the worst path flip-flops, max cap viols 0, CTS Root Cell clkbuf_4, buffers and inverters on the worst path 1, Synth Seq Share 53.2%, antenna cells 0, Reg2Reg Setup Slack 0.31 ns, CP max-delay cell dfrtp_1, Sw Share 26.4%, Yosys chip area 377 um^2, Max transition margin 79.4%, Rows 21, GR Util All Layers 3.61%, pre-CTS WS -0.0815 ns, chip area 6400 um^2, Wirelength per Cell 10.3 um, Die W 80 um, CTS clk-pin slew, worst paths 0.05 ns, Final Setup Violations 0, final slew viol count 0, clk_skew 0.000486 ns, net switching power 0.000209 W, Max stage delay on crit path 0.41 ns, Final min period 1.16 ns, FF+latch count, synth 8, f_max 0.862 GHz, largest net degree at the start of global routing 17
==> cell type report <==
type,instances,area [um^2],area share (%)
Inverter,1,3.75,0.589
Tap cell,46,57.6,9.04
Timing Repair Buffer,21,203,31.8
Sequential cell,8,200,31.4
Multi-Input combinational cell,24,150,23.6
Clock buffer,3,22.5,3.54
==> power by group through the flow <==
stage,combinational (W),sequential (W),clock [W]
after CTS,0.000253,0.000342,0.000208
after global routing,0.000282,0.000349,0.000223
final,0.000247,0.000340,0.000204
==> cells by family (layout without fill, tap and decap cells) <==
group                  Yosys count  after routing  share of synthesized area, %
AOI/OAI and AO/OA                8              8                          10.6
DFF                              8              8                          53.2
buffers and inverters            3             25                          6.98
muxes                            8              8                          21.3
and+or+nand+nor                  8              8                          7.97
==> cells in the mapped netlist, drive strengths merged <==
master	n
nand2	8
inv	1
o21ai	8
mux2i	8
dfrtp	8
buf	2
==> worst max-delay path by stage <==
stage                   start  endpoint  slack (ns)  cells past startpoint
final                 temp[1]      Q[1]        0.04                      1
after global routing  temp[1]      Q[1]       0.002                      1
after CTS             temp[1]      Q[1]        0.03                      1
==> what timing repair did <==
| item | in CTS | in global routing |
|---|---|---|
| buffers inserted | 6 | 0 |
| setup endpoints to repair | 8 | 0 |
| resized | 8 | 0 |
==> through the flow <==
stage / power [W] / setup TNS, ns / util [%] / hold slack, ns
detailed placement: 0.000576 / -0.520 / 17.0 / 0.517
floorplan: 0.000423 / 0 / - / 0.0557
CTS: 0.000802 / 0 / 18.6 / 0.254
finish: 0.000791 / 0 / 18.6 / 0.242
global route: 0.000855 / 0 / 18.6 / 0.271
global placement: 0.000574 / -0.507 / 17.0 / 0.507
==> layer usage <==
layer  up-vias  track usage (%)  wire length, um
met4         0                0                0
li1        163                -                -
met2        11             4.49              410
met1       151             4.73              466
met5         -                0                0
met3         0             3.30              182
No activity file was given, so power comes from the tool's default toggle rates.
