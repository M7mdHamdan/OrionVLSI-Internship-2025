==> design/flow/design.v <==
`timescale 1ps/1ps
module MyMem (
    input bit [15:0] wdata,
    input bit sel, wr, clk , reset,
    input bit [3:0] addr,
    output bit [15:0] rdata
);
reg [15:0] mem [0:3];  
always_ff @(posedge clk or posedge reset) begin
    if (reset) begin
        for (int i = 0; i < 4; i++) begin
            mem[i] <= 16'b0;
        end
    end else if (wr && sel) begin
        mem[addr] <= wdata;
    end
end
assign rdata = (sel) ? mem[addr] : 16'bz;
endmodule
==> design/flow/run.sh <==
#!/bin/bash
# OpenROAD 26Q1-2900-gdf79404cd8, Yosys 0.63+post, stock flow scripts
make -C /OpenROAD-flow-scripts/flow DESIGN_CONFIG=/design/flow/config.mk WORK_HOME=/design/flow/orfs finish
==> design/flow/config.mk <==
export PLATFORM = sky130hd
export DESIGN_NAME = MyMem
export DESIGN_NICKNAME = MyMem
export VERILOG_FILES = /design/flow/design.v
export SDC_FILE = /design/flow/constraint.sdc
export NUM_CORES = 4
export LEC_CHECK = 1
export CORE_UTILIZATION = 30
==> design/flow/constraint.sdc <==
current_design MyMem

set clk_period 1.5
set clk_io_pct 0.2

create_clock -name clk0 -period $clk_period [get_ports {clk}]

set non_clock_inputs [all_inputs -no_clocks]
set_input_delay [expr $clk_period * $clk_io_pct] -clock clk0 $non_clock_inputs
set_output_delay [expr $clk_period * $clk_io_pct] -clock clk0 [all_outputs]
==> out/metrics.cfg <==
[final_timing]
finalCriticalPeriod_ns = 1.63
fin_skew_ns = 0
tightest_slew_ns = 0.354
setup_viol = 16
worst_slack_ns = -0.126
rsz0062_at_grt = yes
relSlewSlack = 0.764
hold_viol_final = 0
hold-worst-slack_ns = 0.378
setup_tns_ns = -1.49
min_period_over_period = 1.08
maxSlewViolCount = 0
clock.fmax_ghz = 0.615

[detailed_routing]
vias_per_cell = 4.43
drt-initial-drc-count = 58
dr.pass1.iters = 2
route.detailed.drc = 0
insertedDiodeCount = 0
vias = 1631
drt_wl_total_mm = 5.49
wl_per_cell_um = 14.9
antenna_left = 0

[yosys]
yosysWarningCount = 3
synth-seq-cells = 64
netlist_area_um2 = 2900
ys_cells = 158
avgSynthCellArea_um2 = 18.4
netlist.top_cell.by_area = dfrtp_1
area_leaders = dfrtp_1 (55%), mux2_2 (21%), mux4_2 (12%)
synth.distinct_cells = 12
syn_inst = 158
ys_seq_share = 0.552
synth_chip_area_um2 = 2900
top_area_frac = 0.552

[setup_path]
cp.arrival_ns = 1.33
cp_max_fo = 2
worstSetupPathType = flip-flop to primary output
cp-end-kind = primary output
cp-start-kind = flip-flop
crit_required_ns = 1.20
rrSetupSlack_ns = 0.62

[clocking]
htreeDepth = 3
hold_buffers = 0
clk_path_buf_depth = 2
cts_root_buf = clkbuf_8
cts_sinks = 64
clkSlewWorstSetupHoldPaths_ns = 0.07
cts_made_buffers = 9
cts_tree = done
clk_latency_ns = 0.32

[cells_and_area]
layout-drive-gt1-share = 0.653
syn2layout_area_growth_pct = 34.7
largest_register = mem
largest_reg_flops = 64
top_regs = mem x64
final_cell_area_um2 = 3910
fill_cells = 857
fin_util = 0.421

[grt]
grt_first_pass_wirelength_mm = 9.19
antenna_found_initial = 0
grt_pass1_vias = 1732
grt_max_degree = 65
grt-ovfl-total = 0
grt_usage = 0.124

[die]
die.size.x_um = 100
die_h_um = 100
io_pins = 40
fp_util = 0.313
die-area_um2 = 10100
rows = 35
coreArea_um2 = 9280

[flow_run]
warning_count = 29
cap_violations = 0

[status]
violations = setup timing
status = finished with violations

[place]
gp_congestion = 0.703
dpl_worst_slack_ns = -0.797
portBuffers = 37
dp_hpwl_mm = 3.58
placed_area_um2 = 3580

[power]
leakage_uw = 0.00172
power.density_nw_per_um2 = 1220
vdd_drop_max_mv = 0.442

[hold_path]
hp-class = primary input to async pin

placed cells by master, fill, tap and decap left out, types with 2 or more instances in the layout:
master	n
dfrtp_1	64
mux2_2	50
buf_4	23
clkdlybuf4s50_1	19
buf_2	17
mux4_2	16
mux2_4	14
clkbuf_8	11
buf_6	9
buf_12	6
nand4b_4	2
clkinvlp_4	2
buf_16	2
critical path: stages (launching register included):
cell and delay (ns):
dfrtp_1 0.38, mux4_2 0.48, buf_2 0.13
final timing paths:
check                               start          to  cells past startpoint
worst max register to register  mem[0][2]   mem[0][2]                      2
worst min-delay path                reset   mem[1][6]                      3
min in group clk0               mem[3][5]   mem[3][5]                      1
worst min register to register  mem[3][5]   mem[3][5]                      1
max in group asynchronous           reset  mem[0][15]                      3
worst max-delay path            mem[3][9]    rdata[9]                      2
cells in the mapped netlist:
cell	instances
mux2_2	53
buf_2	1
buf_12	1
mux2_4	11
mux4_2	16
dfrtp_1	64
nand4b_4	2
and4bb_1	1
buf_6	4
buf_4	3
nand4_4	1
inv_1	1
report_power, final:
group / total (uW) / switching (uW) / internal, uW / leakage (uW)
logic: 1030 / 279 / 752 / 0.000854
clock network: 1450 / 609 / 837 / 0.0000973
registers: 2280 / 175 / 2110 / 0.000768
layer usage:
| metal | share of wire | wire (um) | GRT usage |
|---|---|---|---|
| met1 | 0.44 | 2410 | 0.190 |
| met2 | 0.51 | 2790 | 0.193 |
| met3 | 0.041 | 226 | 0.0305 |
| met4 | 0.012 | 68 | 0.0123 |
| met5 | 0 | 0 | 0 |
per-stage QoR:
stage / std cells / power (uW)
after floorplan: 158 / 2880
after global placement: 338 / 3340
after detailed placement: 338 / 3360
after CTS: 364 / 4800
after global routing: 368 / 5020
final: 368 / 4760
cell families after synthesis:
family | Yosys count | synth area share
flip-flops | 64 | 0.552
multiplexers | 80 | 0.387
buffers and inverters | 10 | 0.0332
AND/OR/NAND/NOR | 4 | 0.0280
final cells by class:
cell class,instances,area (um^2),area share
flip-flops and latches,64,1600,0.410
multi-input cells,84,1220,0.312
repair buffers,76,724,0.185
well taps,129,161,0.0413
clock buffers,11,151,0.0387
clock inverters,3,42.5,0.0109
inverters,1,7.51,0.00192
timing repair:
item,CTS,global route
setup buffers,10,4
pin swaps,1,1
hold endpoints to repair,0,0
setup endpoints to repair,80,21
gates resized,73,0
gates cloned,2,0
Power and IR drop assume default switching activity.
